### ./design.v
`timescale 1ns / 1ps
`timescale 1ns / 1ps
module preprocess #(parameter E_WIDTH=8, M_WIDTH=23) (clk, reset, a, b, res_sign, a_with_hid, b_with_hid, a_exp, b_exp);
    input [E_WIDTH+M_WIDTH:0] a;
    input [E_WIDTH+M_WIDTH:0] b;
    input clk;
    input reset;
    output reg res_sign;
    output reg [M_WIDTH:0] a_with_hid;
    output reg [M_WIDTH:0] b_with_hid;
    output reg [E_WIDTH-1:0] a_exp;
    output reg [E_WIDTH-1:0] b_exp;
    wire [M_WIDTH-1 : 0]a_m = a[M_WIDTH-1 : 0];
    wire [M_WIDTH-1 : 0]b_m = b[M_WIDTH-1 : 0];
    wire [E_WIDTH-1 : 0]a_e = a[E_WIDTH+M_WIDTH-1 : M_WIDTH];
    wire [E_WIDTH-1 : 0]b_e = b[E_WIDTH+M_WIDTH-1 : M_WIDTH];
    wire a_s = a[E_WIDTH+M_WIDTH];
    wire b_s = b[E_WIDTH+M_WIDTH];
    wire a_expo_is_00 = ~|a_e;
    wire b_expo_is_00 = ~|b_e;
    wire a_expo_is_ff = &a_e;
    wire b_expo_is_ff = &b_e;
    wire a_frac_is_00 = ~|a_e;
    wire b_frac_is_00 = ~|b_e;
    wire a_is_inf = a_expo_is_ff & a_frac_is_00;
    wire b_is_inf = b_expo_is_ff & b_frac_is_00;
    wire a_is_nan = a_expo_is_ff & ~a_frac_is_00;
    wire b_is_nan = b_expo_is_ff & ~b_frac_is_00;
    wire a_is_0 = a_expo_is_00 & a_frac_is_00;
    wire b_is_0 = b_expo_is_00 & b_frac_is_00;
    wire out_is_0 = a_is_0 | b_is_0;
  	wire [2:0] spc_case;
  assign spc_case[0] = a_is_nan | b_is_nan | (a_is_0 & b_is_inf) | (b_is_0 & a_is_inf);
  assign spc_case[1] = a_is_inf | b_is_inf;
  assign spc_case[2] = ~spc_case[1] & ~spc_case[0];
    always @(posedge clk) begin
      if(reset == 0) begin
        res_sign <= 0;
        a_with_hid <= 0;
        b_with_hid <= 0;
        res_sign <= 0;
        a_exp <= 0;
        b_exp <= 0;
      end
      else begin
    	a_with_hid <= {~a_expo_is_00,a_m};  
    	b_with_hid <= {~b_expo_is_00,b_m};
        res_sign <= a_s ^ b_s;
        a_exp <= a_e;
        b_exp <= b_e;
      end
    end
endmodule
`timescale 1ns / 1ps
module mult1 #(parameter E_WIDTH=8, M_WIDTH=23) (clk, reset, a_with_hid, b_with_hid, a_exp, b_exp, a_with_hid_prev, b_with_hid_prev, temp_48resman, norm_e);
    input clk;
    input reset;
    input [M_WIDTH:0] a_with_hid;
    input [M_WIDTH:0] b_with_hid;
  	input [E_WIDTH-1:0] a_exp;
    input [E_WIDTH-1:0] b_exp;
  	output reg [M_WIDTH:0] a_with_hid_prev;
    output reg [M_WIDTH:0] b_with_hid_prev;
  	output reg [E_WIDTH:0] norm_e;
    output reg [2*M_WIDTH+1:0] temp_48resman;
    always @(posedge clk) begin
      if(reset == 0) begin
        temp_48resman <= 0;
        norm_e <= 0;
        a_with_hid_prev <= 0;
        b_with_hid_prev <= 0;
      end
      else begin
    	temp_48resman <= ({6'b000000, a_with_hid[23:0]}*{11'b00000000000, b_with_hid[23:17]});
        norm_e <= a_exp+b_exp;
        a_with_hid_prev <= a_with_hid;
        b_with_hid_prev <= b_with_hid;
      end
    end
endmodule
`timescale 1ns / 1ps
module mult2 #(parameter E_WIDTH=8, M_WIDTH=23) (clk, reset, a_with_hid, b_with_hid, norm_e_prev, temp_48resman, norm_m, norm_e, grs);
    input clk;
    input reset;
    input [M_WIDTH:0] a_with_hid;
    input [M_WIDTH:0] b_with_hid;
    input [E_WIDTH:0] norm_e_prev;
    input [2*(M_WIDTH+1)-1:0] temp_48resman;
    output reg [M_WIDTH-1:0] norm_m;
    output reg [E_WIDTH:0] norm_e;
    output reg grs;
    wire [2*(E_WIDTH+M_WIDTH+1)-1:0]temp_m;
    assign temp_m = (temp_48resman<<17) + ({6'b000000, a_with_hid}*{1'b0, b_with_hid[16:0]});
    always @(posedge clk) begin
      if(reset == 0) begin
        grs <= 0;
        norm_m <= 0;
        norm_e <= 0;
      end
      else begin
  		grs <= (temp_m[M_WIDTH] & temp_m[M_WIDTH+1]) | (|temp_m[M_WIDTH-1:0]);
    	norm_m <= (temp_m[2*(M_WIDTH+1)-1]? temp_m[2*M_WIDTH:M_WIDTH+1] : temp_m[2*(M_WIDTH+1)-1:M_WIDTH]);
    	norm_e <= norm_e_prev + temp_m[2*(M_WIDTH+1)-1];
      end
    end
endmodule
`timescale 1ns / 1ps
module norm_round #(parameter E_WIDTH=8, M_WIDTH=23) (clk, reset, res_sign, norm_e, norm_m, grs, res);
    input clk;
    input reset;
    input res_sign;
    input [E_WIDTH:0] norm_e;
    input [M_WIDTH-1:0] norm_m;
    input grs;
    output reg [E_WIDTH+M_WIDTH:0] res;
    wire [E_WIDTH:0] e;
    wire [M_WIDTH:0] m;
    wire [M_WIDTH:0] mm;
    wire [M_WIDTH:0] round_man;
    assign mm = norm_m + 1;
    assign round_man = grs ? mm : norm_m;
    assign m = round_man[M_WIDTH] ? {1'b0, round_man[M_WIDTH:1]} : round_man[M_WIDTH:0];
    assign e = round_man[M_WIDTH] ? norm_e - 126 : norm_e - 127;
  	always @(posedge clk) begin
      if(reset == 0) begin
      	res <= 0;
      end
      else begin
  		res <= {res_sign, e[E_WIDTH-1:0], m[M_WIDTH-1:0]};
      end
    end
endmodule
module fp_mult #(parameter E_WIDTH=8, M_WIDTH=23) (clk, reset, a, b, res);
    input clk;
    input reset;
    input [E_WIDTH+M_WIDTH:0] a;
    input [E_WIDTH+M_WIDTH:0] b;
    output [E_WIDTH+M_WIDTH:0] res;
  	wire res_sign;
    wire [M_WIDTH:0] a_with_hid;
    wire [M_WIDTH:0] b_with_hid;
    wire [M_WIDTH:0] a_with_hid_prev;
    wire [M_WIDTH:0] b_with_hid_prev;
    wire [E_WIDTH-1:0] a_exp;
    wire [E_WIDTH-1:0] b_exp;
    wire [2*(M_WIDTH+1)-1:0] temp_48resman;
    wire [M_WIDTH-1:0] norm_m;
    wire [E_WIDTH:0] norm_e;
  	wire [E_WIDTH:0] norm_e_prev;
    wire grs;
  	wire [E_WIDTH+M_WIDTH:0] ress;    
  reg [2:0] res_sign_prev;
  preprocess #(E_WIDTH, M_WIDTH) prep(
    				clk, 
    				reset, 
    				a,
    				b,
    				res_sign, 
    				a_with_hid[M_WIDTH:0], 		
    				b_with_hid[M_WIDTH:0], 
    				a_exp[E_WIDTH-1:0], 
    				b_exp[E_WIDTH-1:0]
  				);
  mult1 #(E_WIDTH, M_WIDTH) m1 (
    				clk, 
    				reset,
    				a_with_hid,
    				b_with_hid,
    				a_exp[E_WIDTH-1:0], 
    				b_exp[E_WIDTH-1:0], 
    				a_with_hid_prev,
    				b_with_hid_prev,
    				temp_48resman[2*(M_WIDTH+1)-1:0],
    				norm_e_prev
  		   );
  mult2 #(E_WIDTH, M_WIDTH) m2 (
    				clk, 
    				reset, 
    				a_with_hid_prev, 
    				b_with_hid_prev, 
    				norm_e_prev,
    				temp_48resman, 
    				norm_m[M_WIDTH-1:0], 
    				norm_e[E_WIDTH:0], 
    				grs
  		   );
  norm_round #(E_WIDTH, M_WIDTH) nr(
    				clk, 
    				reset, 
    				res_sign_prev[2], 
    				norm_e, 
    				norm_m, 
    				grs, 
    				ress[E_WIDTH+M_WIDTH:0]
  			   );
    assign res = ress;
  always @ (negedge clk) begin
      res_sign_prev[2] <= res_sign_prev[1];
      res_sign_prev[1] <= res_sign_prev[0];
      res_sign_prev[0] <= res_sign;
    end
endmodule
### ./run.sh
#!/bin/bash
# OpenROAD 26Q1-2900-gdf79404cd8, Yosys 0.63+post, stock flow scripts
make -C /OpenROAD-flow-scripts/flow DESIGN_CONFIG=/design/flow/config.mk WORK_HOME=/design/flow/orfs finish
### ./config.mk
export PLATFORM = sky130hd
export DESIGN_NAME = fp_mult
export DESIGN_NICKNAME = fp_mult
export VERILOG_FILES = /design/flow/design.v
export SDC_FILE = /design/flow/constraint.sdc
export NUM_CORES = 4
export LEC_CHECK = 1
export CORE_UTILIZATION = 40
### ./constraint.sdc
current_design fp_mult

set clk_period 21.8
set clk_io_pct 0.2

create_clock -name clk0 -period $clk_period [get_ports {clk}]

set non_clock_inputs [all_inputs -no_clocks]
set_input_delay [expr $clk_period * $clk_io_pct] -clock clk0 $non_clock_inputs
set_output_delay [expr $clk_period * $clk_io_pct] -clock clk0 [all_outputs]
==> metrics.yaml <==
warning_count: 30
cts.sinks: 212
synth_top_area_share_pct: 35.0
port_buffers: 97
drt_iter0_markers: 685
grt_overflow_total: 0
critical-path-max-stage-delay_ps: 290
clock_skew_ps: 50.0
fill_cells: 6058
grt_usage_pct: 20.0
clk_pin_slew_worst_paths_ps: 70
largest_area_cell: "fa_1"
cts_resized: 0
netlist_top_cells_area: "fa_1 (35%), dfxtp_1 (16%), ha_1 (9.2%), inv_1 (8.2%), and2_1 (7.7%)"
chipArea_um2: 67200
wl_per_cell_um: 15.3
firstDrtPassIters: 5
required_ps: 22230
ys_warn_count: 5
wl_um: 59400
synth_flops: 212
cp_slowest_cell: "dfxtp_1"
finalWorstSetupSlack_ps: 10310
crit_family: "flip-flops"
slew_headroom_pct: 33.2
tritoncts: "done"
asyncSetResetFlopFracSynth_pct: 0
rows: 93
status: "finished, final reports clean"
synth_area_um2: 26500
rsz0062_at_grt: "false"
stdcell_count: 3882
worstPathArrival_ps: 11920
worst-path-buf-inv: 0
die_w_um: 259
dieHeight_um: 259
vdd_ir_drop_max_v: 0.0000537
hold_viol: 0
htreeDepth: 1
worstSetupPathType: "register to register"
antenna_cells: 0
dp_slack_ps: 10350
endpoint_kind: "register"
fp_util_pct: 40.7
worstPathMaxFanout: 1
vias: 19200
dp_hpwl_um: 45400
p_leak_uw: 0.0145
synth_cells: 2970
grt_antenna_before_repair: 0
grt_pass1_wl_um: 103000
core_area_um2: 64900
synth_cell_types: 72
yosys_most_used_dff: "dfxtp_1"
seqPwrFrac_pct: 36.7
ant_nets: 0
grt_pass1_vias: 21000
cts.hold.buffers_added: 0
top_cells_by_count: "inv_1 (575), fa_1 (463), nand2_1 (434), and2_1 (326), dfxtp_1 (212)"
clockBufferDepth: 3
cp-start-kind: "register"
gp_congestion: 0.931
setup_tns_ps: 0
final_core_util_pct: 44.8
drc: 0
ys_seq_share_pct: 16.0
yosys_area_um2: 26500
yosysCellCount: 2970
hold_path.class: "register to register"
p_per_area_nw_per_um2: 42.6
grt_max_degree: 92
worst_slew_pin_slew_ps: 1000
hold_ws_ps: 313
setup_viol: 0
avgSynthCellArea_um2: 8.91
syn2layout_area_growth_pct: 9.95
placedCellCount: 3840
cap_violations: 0
enable_flop_cells: 0
p_int_uw: 821
crit_chain: "and2_1"
ioPinCount: 98
clkLatencyLatePin_ps: 590
pwr-share-clk_pct: 32.0
switching_share_pct: 33.8
power.switching_uw: 419
via_per_inst: 4.95
final-max-slew-violation-count: 0
cts-root-buf: "clkbuf_16"
final_layout_size_suffix_gt1_share_pct: 3.30
top_cell: "inv_1"
cts_buffers: 23
post_cts_buffers: 0
combPwrFrac_pct: 31.3
[per-layer routing]
| metal | global-route usage (%) | vias up | share of wire [%] |
|---|---|---|---|
| li1 | - | 9133 | - |
| met1 | 26.0 | 9339 | 41 |
| met2 | 32.8 | 655 | 48 |
| met3 | 7.19 | 98 | 8.8 |
| met4 | 4.62 | 0 | 2.8 |
| met5 | 0 | - | 0 |
[path summary, 6_finish.rpt]
check | to | cells past startpoint | slack (ps) | start
worst max-delay path | nr.res[31] | 1 | 10310 | res_sign_prev[2]
worst min-delay path | res_sign_prev[2] | 0 | 310 | res_sign_prev[1]
worst max register to register | nr.res[31] | 1 | 10310 | res_sign_prev[2]
worst min register to register | res_sign_prev[2] | 0 | 310 | res_sign_prev[1]
[power by group through the flow]
stage	Combinational (uW)	Sequential [uW]	Clock [uW]
finish	388	455	396
CTS	393	456	408
global route	447	461	426
[metrics by stage]
| stage | cell area (um2) | total power, uW |
|---|---|---|
| after floorplan | 26500 | 728 |
| after global placement | 28300 | 852 |
| after detailed placement | 28300 | 855 |
| after CTS | 29100 | 1260 |
| after global routing | 29100 | 1330 |
| final | 29100 | 1240 |
[flip-flops by register name (all words and copies together), names as in the netlist]
| register | count |
|---|---|
| m1.temp_48resman | 31 |
| nr.res | 32 |
| res_sign_prev | 3 |
| m2.norm_m | 23 |
| prep.res_sign | 1 |
| m1.b_with_hid_prev | 17 |
| prep.a_with_hid | 24 |
| m1.norm_e | 8 |
| m2.norm_e | 8 |
| m1.a_with_hid_prev | 24 |
| m2.grs | 1 |
| prep.b_with_hid | 24 |
| prep.b_exp | 8 |
| prep.a_exp | 8 |
[cell usage in the layout (no fill, tap or decap), types with 7 or more instances in the layout]
| cell | count |
|---|---|
| mux2i_1 | 27 |
| xnor2_1 | 44 |
| nand3b_1 | 7 |
| nor4_1 | 13 |
| nand4_1 | 23 |
| o21a_1 | 7 |
| nand2b_1 | 12 |
| buf_4 | 42 |
| clkdlybuf4s50_1 | 96 |
| nor3_1 | 22 |
| xor2_1 | 38 |
| o21bai_1 | 11 |
| and2_1 | 326 |
| o211ai_1 | 10 |
| nand3_1 | 30 |
| o21ai_0 | 35 |
| nor2_1 | 102 |
| nor2b_1 | 8 |
| a211oi_1 | 8 |
| a31oi_1 | 11 |
| inv_1 | 576 |
| nand2_1 | 434 |
| fa_1 | 463 |
| and3_1 | 18 |
| dfxtp_1 | 212 |
| ha_1 | 194 |
| clkbuf_16 | 25 |
| a21o_1 | 44 |
| a21oi_1 | 96 |
[cell type report]
class	count	area (um2)	area share (%)
flip-flops and latches	212	4240	14.6
repair buffers	138	1280	4.39
clock buffers	29	641	2.20
clock inverters	14	139	0.477
inverters	575	2160	7.42
well taps	855	1070	3.68
multi-input cells	2059	19600	67.2
[cell families (layout without fill, tap and decap cells)]
family | count (synthesis) | in the layout | synth area share (%)
flops | 212 | 212 | 16.0
fa+ha+maj | 657 | 657 | 44.2
simple gates | 1021 | 1021 | 19.0
xor+xnor | 82 | 82 | 2.71
compound gates | 271 | 271 | 6.91
mux | 28 | 28 | 1.06
buf+inv | 699 | 756 | 10.0
Power figures rest on the tool's default switching activity, not on a simulated workload.
